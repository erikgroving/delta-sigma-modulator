==> flow/design.v <==
module MIXER (
	input	[14: 0]	interp_i,
	input	[1: 0] 				LO,
	output	[14: 0]	mix_o
);
	wire signed [14: 0] inter_res;
	wire signed [29: 0] se_inter_res; 			 
	wire signed	[29: 0] sl_inter_res [4: 0];	 
	wire signed	[22: 0] mix_res;
	assign inter_res		= 	LO[1] ? $signed(-interp_i) 	:
								LO[0] ? $signed(interp_i) 	: 15'b0;
	assign se_inter_res		= 	$signed({{15{inter_res[14]}}, inter_res});
	assign sl_inter_res[0]	= 	se_inter_res << 13;
	assign sl_inter_res[1]	=	se_inter_res << 11;
	assign sl_inter_res[2]	=	se_inter_res << 6;
	assign sl_inter_res[3]	= 	se_inter_res << 5;
	assign sl_inter_res[4]	=	se_inter_res;
	assign mix_res			= 	$signed(sl_inter_res[0][29: 7]) + 
								$signed(sl_inter_res[1][29: 7]) + 
								$signed(sl_inter_res[2][29: 7]) + 
								$signed(sl_inter_res[3][29: 7]) +
								$signed(sl_inter_res[4][29: 7]);
	assign mix_o			= 	mix_res[22: 8];
endmodule
==> flow/run.sh <==
#!/bin/bash
# OpenROAD 26Q1-2900-gdf79404cd8, Yosys 0.63+post, stock flow scripts
make -C /OpenROAD-flow-scripts/flow DESIGN_CONFIG=/design/flow/config.mk WORK_HOME=/design/flow/orfs finish
==> flow/config.mk <==
export PLATFORM = sky130hd
export DESIGN_NAME = MIXER
export DESIGN_NICKNAME = MIXER
export VERILOG_FILES = /design/flow/design.v
export SDC_FILE = /design/flow/constraint.sdc
export NUM_CORES = 4
export LEC_CHECK = 1
export CORE_UTILIZATION = 40
==> flow/constraint.sdc <==
current_design MIXER

set clk_period 15.3
set clk_io_pct 0.2

create_clock -name clk0 -period $clk_period

set non_clock_inputs [all_inputs -no_clocks]
set_input_delay [expr $clk_period * $clk_io_pct] -clock clk0 $non_clock_inputs
set_output_delay [expr $clk_period * $clk_io_pct] -clock clk0 [all_outputs]
==> impl_metrics.ini <==
; physical design summary
[floorplanning]
die_area_um2 = 6487
rows = 28
die_h_um = 80.54
die_w_um = 80.54
io_pins = 32
core_area_um2 = 5921
initial_utilization_pct = 41.67

[synth]
synthTopLogicFamily = adder cells
area_leaders = ha_1 (23%), fa_1 (22%), inv_1 (7.6%)
syn-instance-count = 287
ys_sh_simple_pct = 15.06
netlist-cell-type-count = 58
synth_seq_share_pct = 0
aoi_share_pct = 20.79
top_area_share_pct = 22.82
yosys.area.top_type = ha_1
fa_ha_area_share_pct = 44.73
yosysCellCount = 287
yosysWarnings = 1
mux_share_pct = 0.4057
ys_area_um2 = 2467
synth_area_um2 = 2467
avgSynthCellArea_um2 = 8.597
synth_xor_xnor_area_share_pct = 9.229

[layout]
lay_top_count = inv_1
regArea_um2 = 0
nClkBuffers = 0
syn2layout_area_growth_pct = 15.06
drive_gt1_share_pct = 6.774
nFlopsAndLatches = 0
final_cells = 385
final_cell_mix = inv_1 (50), ha_1 (45), clkdlybuf4s50_1 (32)
n_fill_cell = 573

[power]
p_int_uw = 182.6
seq_power_share_pct = 0
switchingPower_uw = 165.5
comb_power_share_pct = 100.0
p_clk_share_pct = 0
power.share.switching_pct = 47.55
leakage_nw = 1.359
p_per_area_nw_per_um2 = 122.6
vdd_drop_max_mv = 0.09179

[global_routing]
grt_first_pass_wirelength_mm = 8.804
grt_pass1_vias = 1906
grt_max_degree = 19
grtUsageTotal_pct = 17.77
grt_antenna_before_repair = 0
grt_overflow_total = 0

[drt]
drtAntennaViolNets = 0
drc = 0
drt_iter0_markers = 64
met1Wirelength_mm = 2.414
vias = 2000
top_layer = met4
dr_wl_met3_um = 299
dr_wl_met2_mm = 2.325
vias_per_cell = 5.195
diodes = 0
firstDrtPassIters = 4
routedWlPerCell_um = 13.15
wirelength_mm = 5.063

[final_timing]
hold_violations = 0
max_slew_margin_pct = 54.19
setup-violations-final = 0
finalSetupTns_ns = 0
period_used_pct = 79.12
slew_violations = 0
tightest_slew_ns = 0.6681
fmax_ghz = 0.08260
timing.final.crit_period_ns = 12.11
rsz0062_at_grt = no

[setup_path]
cp_data_required_time_ns = 12.24
crit_type = in2out
start_kind = input pin
crit_path_end_kind = output port
path_max_fanout = 18
crit_arrival_ns = 9.05

[clock_tree]
hold_buffers = 0
post_cts_buffers = 0
cts-resized-gates = 0

[job]
cap_violations = 0
warnings = 34

[placed_design]
place_hpwl_mm = 4.557
place_inst = 385
gp_congestion = 0.9063
io_buffers = 32

[worst_hold_path]
hold_path.class = in2out

[run_status]
status = finished clean
[Yosys cell counts (all sizes together), types with 2 or more instances]
| cell | n |
|---|---|
| o211ai | 3 |
| o21a | 3 |
| or2 | 3 |
| a21oi | 20 |
| nor4 | 4 |
| a31o | 3 |
| nand2b | 3 |
| clkbuf | 7 |
| xor2 | 11 |
| and2 | 2 |
| nor2 | 10 |
| nor2b | 2 |
| fa | 27 |
| or3 | 4 |
| and3 | 3 |
| a22oi | 5 |
| a22o | 6 |
| nand4 | 2 |
| a21o | 5 |
| inv | 51 |
| nand3 | 4 |
| a31oi | 4 |
| nand4b | 2 |
| xnor2 | 15 |
| ha | 45 |
| o21ai | 5 |
| a211oi | 3 |
| nand2 | 11 |
| a211o | 2 |
| nor3 | 7 |
| buf | 3 |
[worst max-delay path, cell delays in order]
cell and delay [ns]:
clkdlybuf4s50_1 0.76, nor2b_1 0.24, buf_4 0.23, a21oi_1 0.06
mux2i_1 0.57, fa_1 0.56, fa_1 0.51, inv_1 0.05
fa_1 0.49, inv_1 0.04, ha_1 0.33, and2_1 0.20
a311o_1 0.37, a311oi_1 0.39, a21oi_1 0.16, o2bb2ai_1 0.21
nor3_2 0.19, xnor2_1 0.13, clkdlybuf4s50_1 0.48
[worst paths after layout]
check	from	to	slack, ns	cells after the start
worst max-delay path	LO[1]	mix_o[8]	3.19	19
worst min-delay path	interp_i[14]	mix_o[13]	7.42	4
[cell type report]
| cell class | instances | area (µm²) | area share (%) |
|---|---|---|---|
| multi-input cells | 226 | 2226 | 78.40 |
| repair buffers | 33 | 327.8 | 11.55 |
| well taps | 75 | 93.84 | 3.305 |
| inverters | 51 | 191.4 | 6.743 |
[per-stage QoR]
stage	setup WS (ns)	instance area (µm²)	total power, mW	hold slack [ns]	util, %
2_1_floorplan	4.806	2467	0.2197	6.434	-
3_5_place_dp	3.163	2839	0.3506	7.428	47.95
3_3_place_gp	3.125	2839	0.3518	7.416	47.95
4_1_cts	3.138	2839	0.3531	7.434	47.95
5_1_grt	2.759	2839	0.4003	7.493	47.95
6_report	3.194	2839	0.3482	7.423	47.95
[per-layer routing]
metal,GRT usage [%],vias up
li1,-,1046
met1,25.29,900
met2,30.17,52
met3,2.653,2
met4,1.250,0
met5,0,-
[power by group through the flow]
stage	Clock [mW]	Sequential, mW	Combinational (mW)
4_1_cts	0	0	0.353
5_1_grt	0	0	0.400
6_report	0	0	0.348
[cell families (layout without fill, tap and decap cells)]
logic type	after synthesis	after routing
AOI/OAI and AO/OA	69	69
adders and majority gates	72	72
xor gates and xnor gates	26	26
muxes	1	1
and+or+nand+nor	58	58
buffers and inverters	61	84
No activity file was given, so power comes from the tool's default toggle rates.
